--- ./design.v ---
`timescale 1ns / 1ps
module hex7seg1(
    input wire [3:0] x,
    output reg a,
    output reg b,
    output reg c,
    output reg d,
    output reg e,
    output reg f,
    output reg g
    );
	always @(*)
	if (x[0] == 0 && x[1] == 0 && x[2] == 0 && x[3] == 0)
		begin
			a = 1;
			b = 1;
			c = 1;
			d = 1;
			e = 1;
			f = 1;
			g = 0;
		end
	else if (x[0] == 1 && x[1] == 0 && x[2] == 0 && x[3] == 0)
		begin
			a = 1;
			b = 0;
			c = 0;
			d = 1;
			e = 1;
			f = 1;
			g = 1;
		end
	else if (x[0] == 0 && x[1] == 1 && x[2] == 0 && x[3] == 0)
		begin
			a = 0;
			b = 0;
			c = 1;
			d = 0;
			e = 0;
			f = 1;
			g = 0;
		end
	else if (x[0] == 1 && x[1] == 1 && x[2] == 0 && x[3] == 0)
		begin
			a = 0;
			b = 0;
			c = 0;
			d = 0;
			e = 1;
			f = 1;
			g = 0;
		end
	else if (x[0] == 0 && x[1] == 0 && x[2] == 1 && x[3] == 0)
		begin
			a = 1;
			b = 0;
			c = 0;
			d = 1;
			e = 1;
			f = 0;
			g = 0;
		end
	else if (x[0] == 1 && x[1] == 0 && x[2] == 1 && x[3] == 0)
		begin
			a = 0;
			b = 1;
			c = 0;
			d = 0;
			e = 1;
			f = 0;
			g = 0;
		end
	else if (x[0] == 0 && x[1] == 1 && x[2] == 1 && x[3] == 0)
		begin
			a = 0;
			b = 1;
			c = 0;
			d = 0;
			e = 0;
			f = 0;
			g = 0;
		end
	else if (x[0] == 1 && x[1] == 1 && x[2] == 1 && x[3] == 0)
		begin
			a = 0;
			b = 0;
			c = 0;
			d = 1;
			e = 1;
			f = 1;
			g = 1;
		end
	else if (x[0] == 0 && x[1] == 0 && x[2] == 0 && x[3] == 1)
		begin
			a = 0;
			b = 0;
			c = 0;
			d = 0;
			e = 0;
			f = 0;
			g = 0;
		end
	else if (x[0] == 1 && x[1] == 0 && x[2] == 0 && x[3] == 1)
		begin
			a = 0;
			b = 0;
			c = 0;
			d = 0;
			e = 1;
			f = 0;
			g = 0;
		end
	else if (x[0] == 0 && x[1] == 1 && x[2] == 0 && x[3] == 1)
		begin
			a = 0;
			b = 0;
			c = 0;
			d = 1;
			e = 0;
			f = 0;
			g = 0;
		end
	else if (x[0] == 1 && x[1] == 1 && x[2] == 0 && x[3] == 1)
		begin
			a = 1;
			b = 1;
			c = 0;
			d = 0;
			e = 0;
			f = 0;
			g = 0;
		end
	else if (x[0] == 0 && x[1] == 0 && x[2] == 1 && x[3] == 1)
		begin
			a = 0;
			b = 1;
			c = 1;
			d = 0;
			e = 0;
			f = 0;
			g = 1;
		end
	else if (x[0] == 1 && x[1] == 0 && x[2] == 1 && x[3] == 1)
		begin
			a = 1;
			b = 0;
			c = 0;
			d = 0;
			e = 0;
			f = 1;
			g = 0;
		end
	else if (x[0] == 0 && x[1] == 1 && x[2] == 1 && x[3] == 1)
		begin
			a = 0;
			b = 1;
			c = 1;
			d = 0;
			e = 0;
			f = 0;
			g = 0;
		end
	else if (x[0] == 1 && x[1] == 1 && x[2] == 1 && x[3] == 1)
		begin
			a = 0;
			b = 1;
			c = 1;
			d = 1;
			e = 0;
			f = 0;
			g = 0;
		end
endmodule
--- ./run.sh ---
#!/bin/bash
# OpenROAD 26Q1-2900-gdf79404cd8, Yosys 0.63+post, stock flow scripts
make -C /OpenROAD-flow-scripts/flow DESIGN_CONFIG=/design/flow/config.mk WORK_HOME=/design/flow/orfs finish
--- ./config.mk ---
export PLATFORM = sky130hd
export DESIGN_NAME = hex7seg1
export DESIGN_NICKNAME = hex7seg1
export VERILOG_FILES = /design/flow/design.v
export SDC_FILE = /design/flow/constraint.sdc
export NUM_CORES = 4
export LEC_CHECK = 1
export CORE_AREA = 10 10 70 70
export DIE_AREA = 0 0 80 80
--- ./constraint.sdc ---
current_design hex7seg1

set clk_period 1.6
set clk_io_pct 0.2

create_clock -name clk0 -period $clk_period

set non_clock_inputs [all_inputs -no_clocks]
set_input_delay [expr $clk_period * $clk_io_pct] -clock clk0 $non_clock_inputs
set_output_delay [expr $clk_period * $clk_io_pct] -clock clk0 [all_outputs]
==> qor.yml <==
routing:
  routed_wl_mm: 1.02
  drt-initial-drc-count: 3
  vias_per_cell: 3.27
  num_antenna_cells: 0
  ant_nets: 0
  num_vias: 343
  drtPass1Iterations: 2
  wl_per_cell_um: 9.71
  drc: 0
logic_synthesis:
  most_common_cell: "dlxtn_1"
  synth_flops: 7
  top_cell_area_share_pct: 30.2
  common_cells: "7 x dlxtn_1, 3 x buf_6, 3 x nor2_1"
  synth_cell_types: 27
  yosys.area.top_type: "dlxtn_1"
  synth.cell_area_sq_um: 348
  edf_count: 0
  ys_async_sr_fraction_pct: 0
  synth.area.top_cells: "dlxtn_1 30%, buf_6 9.7%, and2b_1 4.3%"
  ys_cells: 43
  synthCells: 43
  synth_area_per_cell_sq_um: 8.09
  synthFlopType: "dlxtn_1"
  ys_chip_area_sq_um: 348
  yosysWarningCount: 1
power_and_ir_drop:
  power_frac_clock_pct: 0
  p_leak_nw: 0.279
  total_power_w: 0.000137
  ir_worst_vdd_uv: 117
  p_int_w: 0.0000895
  combPwrFrac_pct: 86.3
  switchingPower_w: 0.0000479
  swShare_pct: 34.9
  p_seq_share_pct: 13.7
  power_density_nw_per_um2: 215
placement:
  portBuffers: 11
  place_area_sq_um: 499
  place_ws_ns: -1.08
  place.gp.congestion: 0.680
  dp_hpwl_um: 582
timing:
  final-hold-violation-count: 0
  unclocked_regs: 7
  max_clock_freq_mhz: 640
  finalClockPeriodUsage_pct: 97.7
  setup_violations: 0
  finalSetupTns_ns: 0
  setup_ws_ns: 0.0373
  slew_violations: 0
  rsz0062_at_grt: "yes"
  untimed_endpoints: 7
  fin_crit_ns: 1.56
floorplanning:
  fp_util_pct: 10.2
  pin_count: 11
  dieArea_sq_um: 6400
  coreArea_sq_um: 3420
  num_rows: 21
  die_y_um: 80
  fp.dieW_um: 80
layout:
  drive_gt1_share_pct: 45.8
  postLayoutCellArea_sq_um: 638
  nFillCells: 391
  area_growth_pct: 83.5
global_route:
  grt_pass1_vias: 326
  antenna_found_initial: 0
  grt_first_pass_wirelength_mm: 1.56
  grt_max_degree: 17
  grt_usage_pct: 2.92
  grt_overflow: 0
flow_run:
  warning_count: 33
  drv_cap: 0
worst_setup_path:
  path_cells: "buf_16 > and2b_1 > a21oi_1 > o21ai_1 > dlxtn_1 > buf_2"
  critPathRequiredTime_ns: 1.28
  startpoint: "x[0]"
  critPathSlowestCell: "dlxtn_1"
  startpoint_type: "input pin"
  max_stage_delay_ns: 0.33
  critPathMaxFanout: 6
  endpoint_kind: "output pin"
  arrival_ns: 1.24
  crit_end: "d"
  critPathKind: "input pin to output pin"
outcome:
  status: "completed"
clocking:
  cts_hold_buf: 0
==> kinds of logic (layout without fill, tap and decap cells) <==
family,after synthesis,count (layout),synth area share [%]
AOI/OAI and AO/OA,15,15,27.7
buffers and inverters,5,15,12.2
latches,7,7,30.2
muxes,1,1,2.88
other,1,7,1.08
and+or+nand+nor,14,14,25.9
==> stage by stage <==
stage / std cells / utilization (%)
floorplan: 49 / -
global placement: 102 / 14.6
detailed placement: 102 / 14.6
CTS: 104 / 17.4
global route: 105 / 18.7
finish: 105 / 18.7
==> area by class of cell <==
cell class,count,area [sq um],share of cell area [%]
multi-input combinational,37,268,42.0
sequential,7,106,16.7
inverter,1,6.26,0.980
timing repair buffer,14,200,31.4
tap,46,57.6,9.02
==> layer usage <==
metal / GRT usage, % / vias up / share of wire [%]
met5: 0 / - / 0
met4: 0 / 0 / 0
met3: 1.02 / 0 / 10
met2: 4.49 / 7 / 44
met1: 4.05 / 155 / 46
li1: - / 181 / -
==> flip-flops by register name, indices dropped and copies added, names as in the netlist <==
name and cells:
e 1, f 1, d 1, c 1, b 1, a 1, g 1
==> critical path, delay by kind of cell <==
family | cells | cell delay, ns
latches | 1 | 0.33
buffers and inverters | 2 | 0.21
and+or+nand+nor | 1 | 0.21
AOI/OAI and AO/OA | 2 | 0.18
==> power by group through the flow <==
stage                 sequential [W]  combinational (W)  clock, W
after CTS                  0.0000187           0.000105         0
after global routing       0.0000200           0.000131         0
final                      0.0000188           0.000119         0
==> cells in the final DEF (no fill, tap or decap), types with 2 or more instances in the layout <==
cell,n
nor2_2,2
conb_1,7
dlxtn_1,6
a21oi_1,2
buf_16,2
and2b_1,2
o21ai_2,2
buf_12,4
buf_2,5
o31ai_2,2
o21ai_1,2
o22ai_1,2
==> timing repair <==
item	in CTS	in global routing
setup buffers	0	0
endpoints found under the setup margin	7	5
gates cloned	2	1
pin swaps	9	5
resized	64	7
Power is estimated from default activity; no workload was simulated.
