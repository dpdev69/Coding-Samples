===== ./constraint.sdc =====
current_design VendingMachine

set clk_period 1.9
set clk_io_pct 0.2

create_clock -name clk0 -period $clk_period [get_ports {clk}]

set non_clock_inputs [all_inputs -no_clocks]
set_input_delay [expr $clk_period * $clk_io_pct] -clock clk0 $non_clock_inputs
set_output_delay [expr $clk_period * $clk_io_pct] -clock clk0 [all_outputs]

===== ./run.sh =====
#!/bin/bash
# OpenROAD 26Q1-2900-gdf79404cd8, Yosys 0.63+post, stock flow scripts
make -C /OpenROAD-flow-scripts/flow DESIGN_CONFIG=/design/flow/config.mk WORK_HOME=/design/flow/orfs finish

===== ./config.mk =====
export PLATFORM = sky130hd
export DESIGN_NAME = VendingMachine
export DESIGN_NICKNAME = VendingMachine
export VERILOG_FILES = /design/flow/design.v
export SDC_FILE = /design/flow/constraint.sdc
export NUM_CORES = 4
export LEC_CHECK = 1
export CORE_AREA = 10 10 96 96
export DIE_AREA = 0 0 106 106

===== ./design.v =====
`timescale 1ns / 1ps
module VendingMachine(
    input clk,
    input reset,
    input [2:0] coin,
    input [3:0] select,
    output reg [7:0] price,
    output reg [7:0] total_money,
    output reg [3:0] product
    );
	parameter [1:0] S0 = 2'b00, 
						 S1 = 2'b01, 
						 S2 = 2'b10, 
						 S3 = 2'b11; 
	parameter [7:0] P0 = 8'b01010101, 
						 P1 = 8'b01100000, 
						 P2 = 8'b01100101, 
						 P3 = 8'b01110000; 
   reg [1:0] state,next_state;
	always @(*)
		case(select)
			4'b0001:
				price <= P0;
			4'b0010:
				price <= P1;
			4'b0100:
				price <= P2;
			4'b1000:
				price <= P3;
			default: price <= 8'd0;
		endcase
	always @(posedge clk or posedge reset)
		if (reset) state <= S0;
		else state <= next_state;
	always @(*)
		begin
		next_state = S0;
		case (state)
			S0:
				if (coin) next_state = S1;
				else 
					case (select) 
						4'b0001:
							if (total_money < P0) next_state = S3;
							else next_state = S2;
						4'b0010:
							if (total_money < P1) next_state = S3;
							else next_state = S2;
						4'b0100:
							if (total_money < P2) next_state = S3;
							else next_state = S2;
						4'b1000:
							if (total_money < P3) next_state = S3;
							else next_state = S2;
						default: next_state = S0;
					endcase
			S1:
				next_state = S0;
			S2:
				next_state = S3;
			S3: 
				next_state = S0;
			default: next_state = S0;
		endcase
		end
	always @(posedge clk or posedge reset)
		if (reset)
			begin	
			total_money <= 7'd0;
			product <= 4'b0000;
			end
		else begin
			case(state)
				S1:
					case(coin)
						3'b001:
							if (total_money[3:0]) begin
								total_money[3:0] <= 4'b0000; 
								total_money[7:4] <= total_money[7:4] + 1'b1;
								end
							else total_money <= {total_money[7:4],4'b0101};
						3'b010:
							total_money[7:4] <= total_money[7:4] + 1'b1;
						3'b100:
							if (total_money[3:0]) begin
								total_money[3:0] <= 4'b0000; 
								total_money[7:4] <= total_money[7:4] + 2'b11;
								end
							else begin
								total_money[7:4] <= total_money[7:4] + 2'b10;
								total_money[3:0] <= 4'b0101;
							end
						default:
							total_money <= total_money;
					endcase
				S2:
					case(select)
						4'b0001:
							begin
							product <= 4'b0001;
							if (total_money[3:0]) begin
								total_money[3:0] <= 4'b0000;
								total_money[7:4] <= total_money[7:4] - 3'b101;
								end
							else begin
								total_money[3:0] <= 4'b0101;
								total_money[7:4] <= total_money[7:4] - 3'b110;
							end
							end
						4'b0010:
							begin
							product <= 4'b0010;
							total_money[7:4] <= total_money[7:4] - 3'b110;
							if (total_money[3:0]) begin
								total_money[3:0] <= 4'b0101;
								end
							else begin
								total_money[3:0] <= 4'b0000;
							end
							end
						4'b0100:
							begin
							product <= 4'b0100;
							if (total_money[3:0]) begin
								total_money[3:0] <= 4'b0000;
								total_money[7:4] <= total_money[7:4] - 3'b110;
								end
							else begin
								total_money[3:0] <= 4'b0101;
								total_money[7:4] <= total_money[7:4] - 3'b111;
							end
							end
						4'b1000:
							begin
							product <= 4'b1000;
							total_money[7:4] <= total_money[7:4] - 3'b111;
							if (total_money[3:0]) begin
								total_money[3:0] <= 4'b0101;
								end
							else begin
								total_money[3:0] <= 4'b0000;
							end
							end
						default: total_money <= 4'b0000;
					endcase
				S3:
					begin
					total_money <= 8'd0;
					product <= 4'b0000;
					end
				endcase
			end
endmodule

==> impl_metrics.json <==
{
  "drtAntennaViolNets": 0,
  "irDropWorstVdd_mv": 0.338,
  "fin_crit_sh": 0.976,
  "ys_cells": 175,
  "tns_ns": 0,
  "crit_path_start_kind": "primary input",
  "critPathKind": "in2out",
  "warnings": 29,
  "mux_share": 0.0386,
  "grt.overflow.total": 0,
  "rows": 31,
  "synth_area_per_cell_sq_um": 7.79,
  "status": "completed",
  "max_freq_ghz": 0.539,
  "num-fill-cells": 786,
  "wirelength_um": 4000,
  "antenna-diode-count": 0,
  "portBuffers": 23,
  "worst_pin_slew_ns": 0.501,
  "clkSlewWorstSetupHoldPaths_ns": 0.05,
  "io_pins": 29,
  "edf_count": 0,
  "cp_max_fo": 3,
  "hold_ws_ns": 0.475,
  "first_global_vias": 1444,
  "fp.coreArea_sq_um": 7210,
  "cts_root_buf": "clkbuf_8",
  "hpwl_um": 3170,
  "p_leak_uw": 0.000888,
  "grt_antenna_before_repair": 0,
  "drc": 0,
  "layout_top_cells": "buf_4, nand2_1, clkdlybuf4s50_1",
  "clockBufferDepth": 2,
  "yosysUniqueCellTypes": 48,
  "ys_sh_aoi": 0.275,
  "yosys.stat.chipArea_sq_um": 1360,
  "fp_util": 0.189,
  "cts_tree": "yes",
  "cp-end-kind": "primary output",
  "synth-main-ff-cell": "dfrtp_1",
  "rsz0062_at_grt": "false",
  "synthesis.area_sq_um": 1360,
  "finalMaxSlewViolations": 0,
  "ys_sh_adder": 0.0551,
  "place.gp.congestion": 0.887,
  "numClockSinks": 13,
  "synthXorXnorAreaFrac": 0.0514,
  "grt_max_degree": 14,
  "drt-vias-per-instance": 4.27,
  "grt_pass1_wl_um": 6560,
  "cp.arrival_ns": 1.47,
  "p_total_uw": 1890,
  "finClkSkew_ns": 0.000419,
  "simple_gate_share": 0.239,
  "lay_top_count": "buf_4",
  "ys_warn_count": 1,
  "hold_path.class": "in2async",
  "cp_data_required_time_ns": 1.52,
  "cts_buffers": 3,
  "drv_cap": 0,
  "logic_family": "AND-OR/OR-AND gates",
  "wl_per_cell_um": 12.0,
  "power_density_nw_per_um2": 929,
  "pre_cts_slack_ns": -0.508,
  "dr_total_vias": 1422,
  "grt.total_usage": 0.0687,
  "timing.rr.start": "total_money[4]",
  "synth_flops": 13,
  "drt_iter0_markers": 100,
  "slew_headroom": 0.666,
  "worst_slack_ns": 0.0452,
  "drt-pass1-iter-count": 4,
  "finalHoldViolations": 0,
  "ys_seq_frac": 0.240,
  "die-area_sq_um": 11200,
  "die_h_um": 106,
  "drive_above_1_share": 0.303,
  "report.final.setup_viol": 0,
  "final_util": 0.282,
  "ys_async_sr_fraction": 1.00,
  "clk_latency_ns": 0.24,
  "ctsHtreeMaxLevel": 1,
  "die_w_um": 106,
  "crit_path_start": "select[1]",
  "syn_to_final_growth_pct": 49.5,
  "syn_inst": 175,
  "finalCriticalPeriod_ns": 1.85
}
[power by group]
part           internal, uW  switching [uW]  total (uW)
sequential              366             143         509
combinational           627             516        1140
clock                   148            92.3         240
total                  1140             752        1890
[cells in the mapped netlist (2+ instances only)]
library cell  number  share of area
a211o_1            2          0.013
o21a_1             2          0.011
and2_1             2         0.0092
nand3_1            5          0.018
o32ai_1            2          0.013
buf_4              8          0.044
nand3b_1           3          0.017
nor2_1            14          0.039
o211ai_1           2          0.011
nand2_1           15          0.041
xor2_1             6          0.039
nor4b_2            2          0.022
o21ai_0           13          0.048
ha_1               6          0.055
o32a_1             2          0.015
mux2i_1            3          0.022
o22ai_1            2         0.0092
a21o_1             3          0.017
clkbuf_1           4          0.011
nor2b_1            6          0.028
mux2_2             2          0.017
dfrtp_1           12           0.22
a31oi_1            6          0.028
nand2b_1           5          0.023
a2bb2oi_1          2          0.013
buf_2              5          0.018
xnor2_1            2          0.013
a21oi_1           12          0.044
inv_1              8          0.022
[state kept, by name (all words and copies together) (netlist names)]
register     flops
total_money      5
product          4
state            4
[metal layers]
metal | routed length [um] | track usage
met1 | 1930 | 0.0908
met4 | 0 | 0.00193
met5 | 0 | 0
met3 | 270 | 0.0214
met2 | 1800 | 0.114
[per-stage QoR]
step | cells | area (sq um)
after global placement | 321 | 1910
after global routing | 333 | 2040
after detailed placement | 321 | 1910
after CTS | 332 | 2020
final | 333 | 2040
after floorplan | 179 | 1380
[worst max-delay path, stage by stage]
cell and delay (ns):
buf_2 0.10, buf_6 0.11, buf_4 0.13, o21ai_0 0.15, o21ai_1 0.10, o21a_2 0.24
inv_2 0.06, dlygate4sd2_1 0.20
[area by class of cell]
class,instances,area [sq um],share of cell area
repair buffers,68,554,0.272
clock buffers,4,45.0,0.0221
inverters,9,33.8,0.0166
multi-input cells,140,950,0.466
well taps,99,124,0.0608
flip-flops and latches,13,330,0.162
[final timing paths]
path / end / slack [ns] / cells past startpoint
max in group asynchronous: total_money[5] / 1.06 / 2
min in group clk0: state[2] / 0.51 / 1
worst max register to register: state[1] / 0.12 / 7
worst min register to register: state[2] / 0.51 / 1
worst max-delay path: price[6] / 0.05 / 8
worst min-delay path: product[2] / 0.47 / 2
[logic make-up after synthesis]
| family | Yosys count |
|---|---|
| AND/OR/NAND/NOR | 59 |
| buffers and inverters | 26 |
| multiplexers | 5 |
| flip-flops | 13 |
| other | 1 |
| XOR/XNOR | 8 |
| AND-OR/OR-AND | 57 |
| adder cells (fa/ha/maj) | 6 |
[what timing repair did]
item,in CTS,in global routing
resized,28,13
setup buffers,7,1
pin swaps,9,5
endpoints found under the setup margin,10,7
hold buffers,0,0
