==> design/flow/design.v <==
`timescale 1ns / 1ps
module booth_multiplier(product, a, b);
input [3:0] a, b;
output [7:0] product;
reg [2:0] cc[1:0];
reg [4:0] pp[1:0];
reg [7:0] spp[1:0];
reg [7:0] prod;
wire [4:0] inv_a;
integer i, j;
assign inv_a = {~a[3], ~a}+1;
always @(a or b or inv_a)
begin
	cc[0] = {b[1], b[0], 1'b0};
	for (i = 1; i < 2; i = i + 1)
		cc[i] = {b[2*i+1], b[2*i], b[2*i-1]};
	for (i = 0; i < 2; i = i + 1)
	begin
		case(cc[i])
			3'b001 , 3'b010 : pp[i] = {a[3], a};
			3'b011 : pp[i] = {a, 1'b0};
			3'b100 : pp[i] = {inv_a[3:0], 1'b0};
			3'b101 , 3'b110 : pp[i] = inv_a;
			default: pp[i] = 0;
		endcase
		spp[i] = $signed(pp[i]);
		for(j = 0; j < i; j = j + 1)
			spp[i] = {spp[i], 2'b00};
	end
	prod = spp[0];
	for(i = 1; i < 2; i = i + 1)
		prod = prod + spp[i];
	end
	assign product = prod;
endmodule
==> design/flow/run.sh <==
#!/bin/bash
# OpenROAD 26Q1-2900-gdf79404cd8, Yosys 0.63+post, stock flow scripts
make -C /OpenROAD-flow-scripts/flow DESIGN_CONFIG=/design/flow/config.mk WORK_HOME=/design/flow/orfs finish
==> design/flow/config.mk <==
export PLATFORM = sky130hd
export DESIGN_NAME = booth_multiplier
export DESIGN_NICKNAME = booth_multiplier
export VERILOG_FILES = /design/flow/design.v
export SDC_FILE = /design/flow/constraint.sdc
export NUM_CORES = 4
export LEC_CHECK = 1
export CORE_AREA = 10 10 71 71
export DIE_AREA = 0 0 81 81
==> design/flow/constraint.sdc <==
current_design booth_multiplier

set clk_period 5.3
set clk_io_pct 0.2

create_clock -name clk0 -period $clk_period

set non_clock_inputs [all_inputs -no_clocks]
set_input_delay [expr $clk_period * $clk_io_pct] -clock clk0 $non_clock_inputs
set_output_delay [expr $clk_period * $clk_io_pct] -clock clk0 [all_outputs]
==> impl_metrics.toml <==
# flow metrics
[setup_path]
startpoint_type = "input pin"
timing.critical_path.fanout_max = 3
critPathTopFamily = "buffers and inverters"
setup.worst_path.class = "input pin to primary output"
critical_path.endpoint_type = "primary output"
critPathSlowestCell = "sky130_fd_sc_hd__clkdlybuf4s50_1"
cp.required_ns = 4.24
critical_path.max_stage_delay_ns = 0.50
crit_buf_inv = 5
data_arrival_time_of_the_critical_path_ns = 3.84
critical_path.cell_chain = "clkdlybuf4s50_1, inv_1, ha_2, buf_4, mux2i_1, o21ai_0, ha_1, inv_1, fa_1, o21bai_1, a21oi_1, xnor2_1, clkdlybuf4s50_1"

[finish]
post-route-util_pct = 24.31
sequential_cell_area_um2 = 0
area.growth.synth_to_final_pct = 55.85
final_layout_size_suffix_gt1_share_pct = 20.00
design.seq.count = 0
n_clock_buffer = 0

[floorplanning]
chipArea_mm2 = 0.006561
placementRows = 22
ioPinCount = 16
die-height_um = 81
core_mm2 = 0.003633
die_w_um = 81
floorplanUtilization_pct = 15.60

[synth]
compound_area_share_pct = 30.46
synth-area-yosys_um2 = 566.8
synth.area.mux_share_pct = 3.532
logic_family = "AND-OR/OR-AND gates"
ys_seq_share_pct = 0
syn-mean-instance-area_um2 = 6.668
post_synth_instance_area_um2 = 566.8
postSynthCellCount = 85
synth.cellmix.xorXnorShare_pct = 10.82
yosys-stat-cells = 85
synth_warn = 4
fa_ha_area_share_pct = 16.78
synth.cellmix.simpleShare_pct = 25.61
synth_cell_type_count = 31

[final_timing]
grt_setup_unrepaired = "no"
maxSlewViolCount = 0
timing.slew.headroom_pct = 75.55
min_period_over_period_pct = 92.46
fin_crit_period_ns = 4.901
max_freq_mhz = 204.1
final_hold_viol_count = 0
timing_worst_slew_pin_value_ns = 0.3642
totalNegativeSetupSlack_ns = 0
setup_slack_ns = 0.3995
finalSetupViolCount = 0

[pwr]
cell_internal_pwr_mw = 0.06497
power_density_mw_per_mm2 = 118.1
comb_power_share_pct = 100.0
power.share.sequential_pct = 0
swShare_pct = 37.74
power.share.clock_pct = 0
p_leak_nw = 0.3890
fin_total_pwr_mw = 0.1043
p_switching_mw = 0.03938
ir_worst_vdd_v = 0.00003965

[run]
openroad.warnings = 32
number_of_max_cap_violations = 0

[detailed_routing]
count_of_inserted_antenna_diode_cells = 0
route.vias.total = 621
antenna_violating_nets_post_route = 0
remaining_drc_errors = 0
drt-initial-drc-count = 11
route.final.wire_length_um = 1548
firstDrtPassIters = 4
routed_wire_length_per_instance_um = 9.797
drt-vias-per-instance = 3.930

[outcome]
status = "complete, no violations"

[global_routing]
grt_pass1_wl_um = 2656
grt_antenna_before_repair = 0
via_count_of_the_first_global_routing_pass = 582
grt_max_degree = 9
grt.overflow.total = 0
track_usage_pct = 4.747

[worst_hold_path]
hold_path.class = "input pin to primary output"

[placed_design]
pre_cts_slack_ns = -0.03229
globalplace.congestion = 0.8715
place.port_buffers = 16
detailed_place_hpwl_um = 1343

[cts]
cts_post_setup_buffers_inserted = 0
post_cts_hold_buffer_count = 0
-- area by class of cell --
class                      instances  area [um^2]
fill                             416         2750
multi-input combinational         70        508.0
timing repair buffer              32        285.3
tap                               48        60.06
inverter                           8        30.03
-- synth_stat cells, drive strengths merged (2+ instances only) --
cell type   n  area, um^2
nand2       9       36.29
mux2i       2       20.02
a22o        2       17.52
nor2b       5       31.28
xnor2       6       52.55
o21ai      11       55.05
nor3        3       15.01
inv         8       30.03
nor2        4       15.01
ha          6       75.07
buf         3       27.52
clkbuf      4       15.01
a21oi       3       15.01
o211ai      3       22.52
nand2b      2       12.51
-- metal layers --
| metal | vias up | global-route usage (%) | part of all wire [%] |
|---|---|---|---|
| met3 | 0 | 0.7795 | 4.1 |
| met5 | - | 0 | 0 |
| met4 | 0 | 0 | 0 |
| met1 | 263 | 6.974 | 54 |
| li1 | 347 | - | - |
| met2 | 11 | 7.564 | 42 |
-- tightest hold or removal path: stages --
cell	delay, ns
sky130_fd_sc_hd__dlymetal6s2s_1	0.16
sky130_fd_sc_hd__and2_1	0.17
sky130_fd_sc_hd__clkdlybuf4s50_1	0.40
-- power by group through the flow --
stage	clock network [mW]	registers (mW)	logic (mW)
global route	0	0	0.118
finish	0	0	0.104
CTS	0	0	0.107
-- timing repair --
item	CTS	global route
gates resized	1	4
hold endpoints to repair	0	0
pin swaps	0	1
endpoints found under the setup margin	1	1
-- through the flow --
stage	hold slack, ns	cell area [um^2]	cells
final	2.851	883.3	158
after global routing	2.906	883.3	158
after global placement	3.169	864.6	158
after CTS	3.187	872.1	158
after detailed placement	3.174	864.6	158
after floorplan	2.197	566.8	85
-- path summary, 6_finish.rpt --
| check | startpoint | cells past startpoint | to | slack, ns |
|---|---|---|---|---|
| worst max-delay path | a[1] | 13 | product[6] | 0.40 |
| worst min-delay path | a[0] | 3 | product[0] | 2.85 |
-- cell usage in the layout, fill, tap and decap left out, drive strengths merged, types with 2 or more instances in the layout --
master	instances
buf	16
clkdlybuf4s50	14
o21ai	11
nand2	9
inv	8
xnor2	6
ha	6
nor2b	5
nor2	4
nor3	3
o211ai	3
a21oi	3
mux2i	2
nand2b	2
a22o	2
dlymetal6s2s	2
-- logic make-up (layout without fill, tap and decap cells) --
family | after synthesis | in the layout
buffers and inverters | 15 | 40
adders and majority gates | 7 | 7
xor gates and xnor gates | 7 | 7
AOI/OAI and AO/OA | 27 | 27
muxes | 2 | 2
and+or+nand+nor | 27 | 27
Power is estimated from default activity; no workload was simulated.
